`flow/config.mk`:
```
export PLATFORM = sky130hd
export DESIGN_NAME = hamming_code_64
export DESIGN_NICKNAME = hamming_code_64
export VERILOG_FILES = /design/flow/design.v
export SDC_FILE = /design/flow/constraint.sdc
export NUM_CORES = 4
export LEC_CHECK = 1
export CORE_AREA = 10 10 152 152
export DIE_AREA = 0 0 162 162
```
`flow/constraint.sdc`:
```
current_design hamming_code_64

set clk_period 8.5
set clk_io_pct 0.2

create_clock -name clk0 -period $clk_period

set non_clock_inputs [all_inputs -no_clocks]
set_input_delay [expr $clk_period * $clk_io_pct] -clock clk0 $non_clock_inputs
set_output_delay [expr $clk_period * $clk_io_pct] -clock clk0 [all_outputs]
```
`flow/design.v`:
```
package pkg_UART;    
    typedef struct packed {
        logic [29 : 0]  zero;
        logic           new_rx;
        logic           send;
    } control_UART_r;
    typedef struct packed {
        logic [23 : 0]  zero;
        logic [7  : 0]  data;
    } data_UART_r;
endpackage
module hamming_code_64 #(
    parameter DATA_WIDTH = 64,
    parameter CODE_WIDTH = 72
) (
    input  logic [DATA_WIDTH-1:0] data_in,
    output logic [CODE_WIDTH-1:0] code_out,
    input  logic [CODE_WIDTH-1:0] code_in,
    output logic [DATA_WIDTH-1:0] data_out,
    output logic                  single_error_detected,
    output logic                  multi_error_detected,
    output logic                  error_corrected
);
  assign code_out[DATA_WIDTH-1:0] = data_in;
  assign code_out[DATA_WIDTH] = ^data_in[6:0] ^ data_in[9:7] ^ data_in[11:10] ^ data_in[15:12] ^ data_in[19:16] ^ data_in[23:20] ^ data_in[27:24] ^ data_in[31:28] ^ data_in[35:32] ^ data_in[39:36] ^ data_in[43:40] ^ data_in[47:44] ^ data_in[51:48] ^ data_in[55:52] ^ data_in[59:56] ^ data_in[63:60];
  assign code_out[DATA_WIDTH+1] = ^data_in[13:0] ^ data_in[15:14] ^ data_in[19:16] ^ data_in[23:20] ^ data_in[27:24] ^ data_in[31:28] ^ data_in[35:32] ^ data_in[39:36] ^ data_in[43:40] ^ data_in[47:44] ^ data_in[51:48] ^ data_in[55:52] ^ data_in[59:56] ^ data_in[63:60];
  assign code_out[DATA_WIDTH+2] = ^data_in[15:0] ^ data_in[19:16] ^ data_in[23:20] ^ data_in[27:24] ^ data_in[31:28] ^ data_in[35:32] ^ data_in[39:36] ^ data_in[43:40] ^ data_in[47:44] ^ data_in[51:48] ^ data_in[55:52] ^ data_in[59:56] ^ data_in[63:60];
  assign code_out[DATA_WIDTH+3] = ^data_in[19:0] ^ data_in[23:20] ^ data_in[27:24] ^ data_in[31:28] ^ data_in[35:32] ^ data_in[39:36] ^ data_in[43:40] ^ data_in[47:44] ^ data_in[51:48] ^ data_in[55:52] ^ data_in[59:56] ^ data_in[63:60];
  assign code_out[DATA_WIDTH+4] = ^data_in[23:0] ^ data_in[27:24] ^ data_in[31:28] ^ data_in[35:32] ^ data_in[39:36] ^ data_in[43:40] ^ data_in[47:44] ^ data_in[51:48] ^ data_in[55:52] ^ data_in[59:56] ^ data_in[63:60];
  assign code_out[DATA_WIDTH+5] = ^data_in[27:0] ^ data_in[31:28] ^ data_in[35:32] ^ data_in[39:36] ^ data_in[43:40] ^ data_in[47:44] ^ data_in[51:48] ^ data_in[55:52] ^ data_in[59:56] ^ data_in[63:60];
  assign code_out[DATA_WIDTH+6] = ^data_in[31:0] ^ data_in[35:32] ^ data_in[39:36] ^ data_in[43:40] ^ data_in[47:44] ^ data_in[51:48] ^ data_in[55:52] ^ data_in[59:56] ^ data_in[63:60];
  assign code_out[DATA_WIDTH+7] = ^data_in[63:0];
  logic [CODE_WIDTH-1:0] parity;
  assign parity[DATA_WIDTH-1:0] = code_in[DATA_WIDTH-1:0];
  assign parity[DATA_WIDTH] = ^code_in[6:0] ^ code_in[9:7] ^ code_in[11:10] ^ code_in[15:12] ^ code_in[19:16] ^ code_in[23:20] ^ code_in[27:24] ^ code_in[31:28] ^ code_in[35:32] ^ code_in[39:36] ^ code_in[43:40] ^ code_in[47:44] ^ code_in[51:48] ^ code_in[55:52] ^ code_in[59:56] ^ code_in[63:60] ^ code_in[64];
  assign parity[DATA_WIDTH+1] = ^code_in[13:0] ^ code_in[15:14] ^ code_in[19:16] ^ code_in[23:20] ^ code_in[27:24] ^ code_in[31:28] ^ code_in[35:32] ^ code_in[39:36] ^ code_in[43:40] ^ code_in[47:44] ^ code_in[51:48] ^ code_in[55:52] ^ code_in[59:56] ^ code_in[63:60] ^ code_in[65];
  assign parity[DATA_WIDTH+2] = ^code_in[15:0] ^ code_in[19:16] ^ code_in[23:20] ^ code_in[27:24] ^ code_in[31:28] ^ code_in[35:32] ^ code_in[39:36] ^ code_in[43:40] ^ code_in[47:44] ^ code_in[51:48] ^ code_in[55:52] ^ code_in[59:56] ^ code_in[63:60] ^ code_in[66];
  assign parity[DATA_WIDTH+3] = ^code_in[19:0] ^ code_in[23:20] ^ code_in[27:24] ^ code_in[31:28] ^ code_in[35:32] ^ code_in[39:36] ^ code_in[43:40] ^ code_in[47:44] ^ code_in[51:48] ^ code_in[55:52] ^ code_in[59:56] ^ code_in[63:60] ^ code_in[67];
  assign parity[DATA_WIDTH+4] = ^code_in[23:0] ^ code_in[27:24] ^ code_in[31:28] ^ code_in[35:32] ^ code_in[39:36] ^ code_in[43:40] ^ code_in[47:44] ^ code_in[51:48] ^ code_in[55:52] ^ code_in[59:56] ^ code_in[63:60] ^ code_in[68];
  assign parity[DATA_WIDTH+5] = ^code_in[27:0] ^ code_in[31:28] ^ code_in[35:32] ^ code_in[39:36] ^ code_in[43:40] ^ code_in[47:44] ^ code_in[51:48] ^ code_in[55:52] ^ code_in[59:56] ^ code_in[63:60] ^ code_in[69];
  assign parity[DATA_WIDTH+6] = ^code_in[31:0] ^ code_in[35:32] ^ code_in[39:36] ^ code_in[43:40] ^ code_in[47:44] ^ code_in[51:48] ^ code_in[55:52] ^ code_in[59:56] ^ code_in[63:60] ^ code_in[70];
  assign parity[DATA_WIDTH+7] = ^code_in[63:0] ^ code_in[71];
  logic [7:0] error_location = parity[CODE_WIDTH:DATA_WIDTH];
  assign single_error_detected = error_location != 0 && error_location != 1;
  assign multi_error_detected  = error_location == 1;
  assign error_corrected       = single_error_detected;
  assign data_out              = code_in[DATA_WIDTH-1:0] ^ (error_corrected ? 1 << (error_location - 1) : 0);
endmodule
```
`flow/run.sh`:
```
#!/bin/bash
# OpenROAD 26Q1-2900-gdf79404cd8, Yosys 0.63+post, stock flow scripts
make -C /OpenROAD-flow-scripts/flow DESIGN_CONFIG=/design/flow/config.mk WORK_HOME=/design/flow/orfs finish
```
==> flow_summary_export.csv <==
group,metric,value,unit
global_routing,grt.total_usage,12.0,%
drt,drt_first_pass_iters,5,
yosys,yosys.area.top_type,"xnor2_1",
critical_path,cpLargestDelayFamily,"XOR/XNOR gates",
timing,worstMarginPinSlew,0.840,ns
finish,clock_buffers,0,
finish,drive_above_1_share,3.58,%
timing,relSlewSlack,43.4,%
global_routing,grt_first_pass_wirelength,24400,µm
drt,vias,3657,
global_routing,antenna_found_initial,2,
power,comb_power_share,100.0,%
finish,fill_cells,2138,
power,p_sw,1130,µW
timing,setup_tns,0,ns
critical_path,critPathMaxStageDelay,0.65,ns
place,gp_congestion,0.930,
drt,ant_nets,0,
yosys,adder_share,0,%
power,power_frac_clock,0,%
yosys,synth_area_per_cell,8.07,µm²
run,drv_cap,0,
floorplanning,io_pins,275,
floorplanning,die_w,162,µm
critical_path,crit_type,"in2out",
critical_path,worstPathCellList,"clkdlybuf4s50_1, xnor3_2, xnor2_4, xnor3_1, or3_1, a211o_1, o22ai_2, a21o_1, nand4_2, buf_4, nor4_1, xor2_1, clkdlybuf4s50_1",
timing,fin_crit,8.10,ns
floorplanning,rows,51,
critical_path,crit_path_end_kind,"primary output",
floorplanning,coreArea,19700,µm²
critical_path,required,6.80,ns
floorplanning,fp_util,18.2,%
yosys,postSynthSeqShare,0,%
yosys,most_common_cell,"xnor2_1",
finish,fin_cells,908,
floorplanning,die_h,162,µm
power,swShare,57.6,%
critical_path,crit_buf_inv,3,
yosys,yosys.area_share.aoi,4.99,%
yosys,synth-xor-area-share,59.3,%
timing,setup_violations,0,
yosys,synthSimpleGateAreaFrac,17.8,%
timing,report.final.slew_viol_count,0,
min_path,hp-class,"in2out",
drt,vias_per_cell,4.03,
critical_path,worst_ep_arrival_time,6.40,ns
yosys,yosysTopAreaCellShare,34.7,%
finish,design_area,6130,µm²
yosys,synthTopCellsByCount,"xnor2_1 (142), buf_4 (65), xor2_1 (48)",
global_routing,overflow,0,
finish,seqCellArea,0,µm²
place,port-buffer-count,275,
place,place_inst,908,
finish,logic_area,3000,µm²
clocking,post_cts_buffers,0,
run,warnings,32,
floorplanning,chip_area,26200,µm²
outcome,status,"complete, no violations",
clocking,hold_buffers,0,
drt,drt_iter0_markers,188,
critical_path,worstPathMaxFanout,24,
yosys,synthesis.area,3580,µm²
yosys,yosysWarnings,2,
timing,finalCritPeriodShare,95.3,%
finish,ff_count,0,
yosys,synthMuxAreaShare,1.50,%
place,placed_area,6130,µm²
critical_path,critPathLaunchType,"primary input",
timing,grt_setup_unrepaired,"no",
power,seqPwrFrac,0,%
drt,routedWlPerCell,18.4,µm
power,internal-power,829,µW
global_routing,grt_max_degree,25,
critical_path,cp_slowest_cell,"xnor3_1",
yosys,topCombFamilyByArea,"XOR/XNOR gates",
drt,antenna-diode-count,0,
timing,hold_viol,0,
timing,holdWs,4.25,ns
yosys,area_leaders,"xnor2_1 (35%), buf_4 (14%), xor2_1 (12%), nand3_1 (6.3%), xnor3_1 (6.3%)",
drt,route.detailed.drc,0,
power,ir_drop,0.325,mV
yosys,synth_chip_area,3580,µm²
critical_path,critPathMostFrequentCell,"clkdlybuf4s50_1",
yosys,synth-cells-yosys,444,
finish,synthToLayoutAreaGrowth,71.0,%
global_routing,grt_pass1_vias,3839,
timing,clock.fmax,123,MHz
power,p_leak,0.00216,µW
yosys,ys_types,45,
place,hpwl,15000,µm
yosys,synthCells,444,
power,p_per_area,319,nW/µm²
drt,finalWirelength,16800,µm
power groups by stage:
stage	clock, µW	combinational [µW]	sequential [µW]
after CTS	0	1950	0
final	0	1960	0
after global routing	0	2120	0
final timing paths:
path	end	slack, ns	startpoint	cells past startpoint
max	data_out[20]	0.40	code_in[6]	13
min	code_out[31]	4.25	data_in[31]	2
kinds of logic (layout without fill, tap and decap cells):
family	Yosys count	in the layout
XOR/XNOR	211	211
AND/OR/NAND/NOR	121	121
buffers and inverters	83	282
AND-OR/OR-AND	24	24
multiplexers	5	5
cell type report:
class | instances | share of cell area, %
multi-input cells | 361 | 48.9
repair buffers | 281 | 45.6
well taps | 265 | 5.41
inverters | 1 | 0.0612
stage by stage:
stage	total power (µW)	utilization [%]	setup slack (ns)
CTS	1950	31.2	0.199
finish	1960	31.2	0.401
global placement	1950	31.2	0.253
floorplan	1300	-	2.05
detailed placement	1950	31.2	0.229
global route	2120	31.2	0.0590
cells in the final DEF (no fill, tap or decap), types with 2 or more instances in the layout:
| cell | n |
|---|---|
| and2_1 | 2 |
| nand2b_1 | 3 |
| o211ai_1 | 2 |
| a211oi_1 | 2 |
| o21ai_1 | 2 |
| a211o_1 | 4 |
| xor3_1 | 2 |
| and3_1 | 5 |
| o21ai_0 | 4 |
| nor4b_1 | 5 |
| buf_4 | 6 |
| a21o_1 | 2 |
| xnor2_2 | 3 |
| xnor2_1 | 142 |
| nand4_1 | 4 |
| mux2i_1 | 2 |
| nand2_1 | 19 |
| mux2_2 | 3 |
| xnor3_1 | 10 |
| nand3_1 | 45 |
| or3_1 | 4 |
| nor4_1 | 6 |
| xnor3_2 | 4 |
| nor3_1 | 10 |
| xor2_1 | 48 |
| clkdlybuf4s50_1 | 275 |
| nor2_1 | 13 |
layer usage:
layer  vias up  wire length (µm)  GRT usage (%)
met2       193              8290           21.3
met1      1617              6720           14.6
met5         -                27              0
li1       1833                 -              -
met3        10              1610           3.75
met4         4               106          0.579
timing repair:
action | CTS | global route
setup endpoints to repair | 0 | 2
resized | 0 | 1
endpoints found under the hold margin | 0 | 0
No activity file was given, so power comes from the tool's default toggle rates.
