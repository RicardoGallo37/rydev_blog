===== flow/run.sh =====
#!/bin/bash
# OpenROAD 26Q1-2900-gdf79404cd8, Yosys 0.63+post, stock flow scripts
make -C /OpenROAD-flow-scripts/flow DESIGN_CONFIG=/design/flow/config.mk WORK_HOME=/design/flow/orfs finish

===== flow/config.mk =====
export PLATFORM = sky130hd
export DESIGN_NAME = module_regfile
export DESIGN_NICKNAME = module_regfile
export VERILOG_FILES = /design/flow/design.v
export SDC_FILE = /design/flow/constraint.sdc
export NUM_CORES = 4
export LEC_CHECK = 1
export CORE_UTILIZATION = 40

===== flow/constraint.sdc =====
current_design module_regfile

set clk_period 50.9
set clk_io_pct 0.2

create_clock -name clk0 -period $clk_period [get_ports {clk_i}]

set non_clock_inputs [all_inputs -no_clocks]
set_input_delay [expr $clk_period * $clk_io_pct] -clock clk0 $non_clock_inputs
set_output_delay [expr $clk_period * $clk_io_pct] -clock clk0 [all_outputs]

===== flow/design.v =====
package pkg_UART;    
    typedef struct packed {
        logic [29 : 0]  zero;
        logic           new_rx;
        logic           send;
    } control_UART_r;
    typedef struct packed {
        logic [23 : 0]  zero;
        logic [7  : 0]  data;
    } data_UART_r;
endpackage
module module_regfile (
    input logic            clk_i,  
    input logic            rst_i,  
    input logic            we3_i,  
    input logic   [4 : 0]  a1_i,   
    input logic   [4 : 0]  a2_i,   
    input logic   [4 : 0]  a3_i,   
    input logic   [31 : 0] wd3_i,  
    output logic  [31 : 0] rd1_o,  
    output logic  [31 : 0] rd2_o   
);
    typedef logic [31 : 0] register; 
    register      [31 : 0] rf_r;   
    always_ff @ (negedge clk_i) begin
        if (!rst_i)
            rf_r <= '0;
        else if (we3_i) 
            rf_r[a3_i] <= wd3_i;
        else
            rf_r[a3_i] <= rf_r[a3_i];
    end
    assign rd1_o = (a1_i != 0) ? rf_r[a1_i] : 0;  
    assign rd2_o = (a2_i != 0) ? rf_r[a2_i] : 0;  
endmodule

==> impl_metrics.toml <==
# physical design summary
[yosys]
yosysTopAreaCell = "dfxtp_1"
syn_area_um2 = 57000
synth.avg_cell_area_um2 = 10.6
top_cell_area_share_pct = 36.0
ys_chip_area_um2 = 57000
synth_cells = 5396
topCellsByArea = "dfxtp_1, mux4_2, o21ai_0, nand2_1, o2bb2ai_1"
async_flop_share_pct = 0
edf_count = 0
ys_cells = 5396
synthFlopType = "dfxtp_1"
ys_ff = 1024
yosysUniqueCellTypes = 51
ys_seq_share_pct = 36.0
yosysWarnings = 1

[pwr]
combPwrFrac_pct = 11.7
ir_drop_v = 0.0000286
p_int_mw = 1.50
swShare_pct = 33.8
p_clk_share_pct = 51.7
leakage_nw = 26.6
seq_power_share_pct = 36.6
power_density_nw_per_um2 = 33.4
p_sw_mw = 0.767

[detailed_routing]
vias = 53900
routed_via_density = 6.57
drtIter0Drc = 4831
drt-total-wl_um = 253000
wire_per_inst_um = 30.9
postRouteAntennaNets = 0
route.detailed.drc = 0
drt_pass1_iterations = 7

[timing]
rsz0062_at_grt = "false"
tns_ps = 0
final_hold_viol_count = 0
worst_pin_slew_ps = 1500
setup_viol = 0
max-slew-margin-rel_pct = -1.01
finalMaxSlewViolations = 1
fin_skew_ps = 29.7

[worst_hold_path]
hp-class = "flop to flop"
holdPathStages = 2
holdPathEnd = "rf_r[401]$_SDFF_NN0_"
hold_path.startpoint = "rf_r[401]$_SDFF_NN0_"

[clock_network]
clk_pin_slew_ps = 30
cts_buffers = 110
cts_setup_buffers = 0
numClockSinks = 1024
cts_buffer_depth = 3
tritoncts = "yes"
clock_latency_ps = 720
cts_hold_buf = 0
cts_resized = 0
cts-root-buf = "clkbuf_16"
cts_max_level = 3

[setup_path]
r2r-end = "rf_r[829]$_SDFF_NN0_"
r2r_slack_ps = 47780
crit_required_ps = 26080
crit_path_end_kind = "flop"
r2r_start = "rf_r[925]$_SDFF_NN0_"
crit_type = "input pin to flop"
worstPathMaxFanout = 48
rr_worst_depth = 6
cp-start-kind = "input pin"
cp.arrival_ps = 14810

[cells_and_area]
syn2layout_area_growth_pct = 19.2
n_fill_cell = 12500
top_regs = "rf_r x1024"
largest-register = "rf_r"
fin_cells = 8198
seq_area_um2 = 20500
drive_gt1_share_pct = 22.3
largest_reg_flops = 1024
logic_area_um2 = 34600

[die]
chipArea_um2 = 144000
fp_util_pct = 40.3
io-pin-count = 114
fp.dieW_um = 379
core_um2 = 141000
die_height_um = 379
rows = 138

[outcome]
violations = "capacitance limit, slew limit"
outcome = "complete, but fails checks"

[global_routing]
grt_pass1_vias = 55400
antenna_found_initial = 6
grt_pass1_wl_um = 362000
grt_use_total_pct = 37.1
overflow = 0
grt_max_degree = 91

[run]
warning_count = 1030
max_cap_viol_count = 1

[placement]
io_buffers = 113
gp_congestion = 0.986
place_hpwl_um = 142000
dp_cells = 6974
-- worst max path at each step --
stage | startpoint | endpoint | slack (ps) | depth (start not counted)
6_report | a3_i[2] | rf_r[729]$_SDFF_NN0_ | 11270 | 11
5_1_grt | a3_i[0] | rf_r[242]$_SDFF_NN0_ | 11130 | 10
4_1_cts | a3_i[0] | rf_r[306]$_SDFF_NN0_ | 11470 | 10
-- worst max-delay path: stages --
cell and delay (ps):
clkbuf_8 410, buf_4 510, nand2b_4 630, buf_4 480, buf_4 620, o22ai_1 180
o41ai_1 640, buf_4 240, o22ai_2 180, buf_4 320, o21ai_0 180
-- power by group through the flow --
stage | Clock [mW] | Sequential, mW | Combinational, mW
final | 1.17 | 0.832 | 0.265
after global routing | 1.30 | 0.831 | 0.268
after CTS | 1.19 | 0.831 | 0.252
-- per-layer routing --
metal  routed length, um  track usage, %  up-vias
li1                    -               -    22500
met1               82700            41.5    25700
met2              101000            47.4     4671
met3               47600            28.8     1036
met4               20500            25.6       23
met5                 791            3.19        -
-- cell families after synthesis --
logic type	after synthesis	share of synthesized area, %
xor+xnor	2	0.0439
buf+inv	649	4.80
mux	1003	33.1
fa+ha+maj	5	0.110
flops	1024	36.0
compound gates	1546	17.4
simple gates	1167	8.63
-- through the flow --
stage	instance area [um^2]	hold slack, ps	util (%)	total power [mW]	setup WS [ps]
3_5_place_dp	60300	467	42.7	1.21	10730
3_3_place_gp	60300	460	42.7	1.21	10780
2_1_floorplan	57000	447	-	1.10	12000
4_1_cts	67900	471	48.0	2.28	11470
5_1_grt	67900	495	48.0	2.40	11130
6_report	67900	471	48.0	2.27	11270
-- synth_stat cells (all sizes together) (2+ instances only) --
master and instances:
a211o 11, a211oi 105, a21oi 111, a221oi 31, a31oi 17, a41oi 10
and2 5, and3 8, buf 204, clkbuf 431, dfxtp 1024, ha 5
inv 13, mux2 202, mux2i 117, mux4 684, nand2 845, nand2b 4
nand3 25, nor2 83, nor2b 98, nor3 60, nor4 32, o21ai 736
o221ai 57, o22ai 113, o2bb2ai 288, o31ai 33, o41ai 33, or4 2
-- placed cells by master (no fill, tap or decap), types with 32 or more instances in the layout --
| cell type | netlist | layout |
|---|---|---|
| o31ai_1 | 32 | 32 |
| inv_1 | 10 | 1052 |
| mux4_2 | 684 | 684 |
| o21ai_0 | 665 | 665 |
| nand2_1 | 845 | 838 |
| a211oi_1 | 104 | 104 |
| mux2i_1 | 117 | 117 |
| o2bb2ai_1 | 288 | 288 |
| nor2b_1 | 98 | 96 |
| o22ai_2 | 0 | 32 |
| o21ai_1 | 71 | 71 |
| mux2_2 | 202 | 202 |
| o221ai_1 | 57 | 57 |
| buf_4 | 11 | 211 |
| nor4_1 | 32 | 32 |
| clkbuf_16 | 0 | 113 |
| nor2_1 | 83 | 82 |
| o22ai_1 | 113 | 81 |
| nor3_1 | 59 | 58 |
| a21oi_1 | 109 | 107 |
| dfxtp_1 | 1024 | 1024 |
| clkdlybuf4s50_1 | 0 | 98 |
-- cell type report --
cell class                      count  area share [%]
Multi-Input combinational cell   3723            51.0
Inverter                           13          0.0829
Tap cell                         1890            3.48
Clock inverter                   1109            7.00
Sequential cell                  1024            30.2
Antenna cell                        3          0.0111
Timing Repair Buffer              323            4.09
Clock buffer                      113            4.16
No activity file was given, so power comes from the tool's default toggle rates.
