[/design/flow/design.v]
package pkg_UART;    
    typedef struct packed {
        logic [29 : 0]  zero;
        logic           new_rx;
        logic           send;
    } control_UART_r;
    typedef struct packed {
        logic [23 : 0]  zero;
        logic [7  : 0]  data;
    } data_UART_r;
endpackage
module sync_fifo #(
    parameter DEPTH = 16,
              BITS  = 32
) (
    input  logic            clk,
    input  logic            rst,
    input  logic            push,
    input  logic [BITS-1:0] Din,
    output logic [BITS-1:0] Dout,
    input  logic            pop,
    output logic            pndng,
    output logic            empty,
    output logic            full
);
  logic [BITS-1:0] mem[0:DEPTH-1];
  logic [$clog2(DEPTH)-1:0] wr_ptr, rd_ptr;
  logic [$clog2(DEPTH)-1:0] next_wr_ptr, next_rd_ptr;
  assign next_wr_ptr = wr_ptr + 1;
  assign next_rd_ptr = rd_ptr + 1;
  always @(posedge clk or posedge rst) begin
    if (rst) begin
      wr_ptr <= 0;
      rd_ptr <= 0;
    end
    else begin
      if (push && !full) wr_ptr <= next_wr_ptr;
      if (pop && !empty) rd_ptr <= next_rd_ptr;
    end
  end
  always @(posedge clk) begin
    if (push && !full) mem[wr_ptr] <= Din;
  end
  assign Dout  = mem[rd_ptr];
  assign empty = (wr_ptr == rd_ptr);
  assign pndng = ~empty;
  assign full  = (next_wr_ptr == rd_ptr);
endmodule
[/design/flow/config.mk]
export PLATFORM = sky130hd
export DESIGN_NAME = sync_fifo
export DESIGN_NICKNAME = sync_fifo
export VERILOG_FILES = /design/flow/design.v
export SDC_FILE = /design/flow/constraint.sdc
export NUM_CORES = 4
export LEC_CHECK = 1
export CORE_UTILIZATION = 50
[/design/flow/run.sh]
#!/bin/bash
# OpenROAD 26Q1-2900-gdf79404cd8, Yosys 0.63+post, stock flow scripts
make -C /OpenROAD-flow-scripts/flow DESIGN_CONFIG=/design/flow/config.mk WORK_HOME=/design/flow/orfs finish
[/design/flow/constraint.sdc]
current_design sync_fifo

set clk_period 13.1
set clk_io_pct 0.2

create_clock -name clk0 -period $clk_period [get_ports {clk}]

set non_clock_inputs [all_inputs -no_clocks]
set_input_delay [expr $clk_period * $clk_io_pct] -clock clk0 $non_clock_inputs
set_output_delay [expr $clk_period * $clk_io_pct] -clock clk0 [all_outputs]
==> impl_metrics.ini <==
; physical design summary
[pwr]
power_frac_seq = 0.433
internal-power_uw = 3560
pwr-share-comb = 0.292
peakVddDrop_v = 0.000145
p_leak_uw = 0.00730
pwr-share-clk = 0.275
power.density_mw_per_mm2 = 216
swShare = 0.280
power.switching_uw = 1390

[critical_path]
crit_top_cell = buf_4
rrSetupSlack_ns = 8.95
start_kind = flip-flop
reg2reg_depth = 6
crit_arrival_ns = 4.23
crit_fanout = 51
required_ns = 10.48
slowest_stage = dfrtp_4
path_class = reg -> out
cp-end-kind = output pin
crit_chain = buf_4 -> buf_4 -> mux4_1 -> a22o_1 -> a221o_1 -> clkdlybuf4s50_1
slowest_delay_ns = 0.86
cpLargestDelayFamily = buffers and inverters
rr_endpoint = mem[5][30]
crit_buf_inv = 3
r2r_start = rd_ptr[0]

[routing]
remaining_drc_errors = 0
viasPerCell = 6.13
first_pass_iters = 7
ant_nets = 0
wl_per_cell_um = 28.2
drt-initial-drc-count = 445
num_vias = 9102
wl_um = 41900

[hold_path]
hp-class = reg -> reg
holdPathStages = 1
min_from = wr_ptr[0]
hold_path_end = wr_ptr[0]

[final_layout]
final_core_util = 0.587
flop_area_mm2 = 0.0156
drive_gt1_frac = 0.221
fill_cells = 2666
comb_area_mm2 = 0.00418
area_growth_pct = 14.5
lay_top_cells = edfxtp_1, mux4_2, clkdlybuf4s50_1
stdcell_count = 1486
final_common_cell = edfxtp_1

[cts]
clkSlewWorstSetupHoldPaths_ns = 0.06
cts.sinks = 520
ctsHtreeMaxLevel = 2
cts_root_buffer = clkbuf_16
hold_buffers = 0
cts_buffers = 52
cts-resized-gates = 0
clock_latency_ns = 0.59
tritoncts = done
cts_setup_buffers = 0
clk_path_buf_depth = 3

[die]
dieHeight_um = 202
initial_core_util = 0.513
design.core.area_mm2 = 0.0390
fp-row-count = 72
die_x_um = 202
pin_count = 71
die_area_mm2 = 0.0408

[synth]
yosys.area.top_type = edfxtp_1
synth.distinct_cells = 38
synthesis.area_mm2 = 0.0200
ys_warn_count = 1
postSynthAreaPerCell_um2 = 24.2
yosys_register_bits = 520
async_flop_share = 0.0154
synth-main-ff-cell = edfxtp_1
postSynthSeqShare = 0.779
synthDominantCellAreaShare = 0.769
ys_cells = 827
synthCells = 827
synthTopCellsByArea = edfxtp_1, mux4_2, mux4_1
synth_chip_area_mm2 = 0.0200
edf_count = 512

[place]
portBuffers = 70
place_congestion = 0.768
numPlacedInstances = 1396
dp_hpwl_um = 20700

[timing]
period_used_share = 0.523
slew_headroom = 0.409
min_period_ns = 6.85
hold_viol_final = 0
slew_violations = 0
finalSetupViolations = 0
finalSetupTns_ns = 0
hold_ws_ns = 0.635
finClkSkew_ns = 0.0157
grt_setup_unrepaired = false
tightest_slew_ns = 0.873
fmax_mhz = 146

[global_routing]
grt_pass1_vias = 10400
grt.overflow.total = 0
grt_pass1_wl_um = 62700
antenna_found_initial = 1
grt_start_max_net_pins = 52
grt_use_total = 0.242

[flow_run]
maxCapViolations = 0
tool_warnings = 28

[run_status]
outcome = finished, final reports clean
==> layout make-up <==
class / count / share of cell area
flip-flops and latches: 520 / 0.680
multi-input cells: 254 / 0.183
clock buffers: 62 / 0.0585
repair buffers: 99 / 0.0401
well taps: 518 / 0.0283
clock inverters: 27 / 0.00929
inverters: 5 / 0.000819
diodes: 1 / 0.000109
==> power groups by stage <==
stage | sequential [µW] | combinational, µW | clock [µW]
finish | 2140 | 1450 | 1360
CTS | 2140 | 1480 | 1390
global route | 2160 | 1570 | 1450
==> sequential cells by signal (all words and copies together), names as in the netlist <==
| register | count |
|---|---|
| rd_ptr | 4 |
| mem | 512 |
| wr_ptr | 4 |
==> Yosys cell counts, types with 4 or more instances <==
master / count
ha_1: 5
a22o_1: 32
nor2_1: 16
xor2_1: 4
buf_4: 5
inv_1: 5
buf_12: 7
clkbuf_1: 20
mux4_1: 34
mux4_2: 94
xnor2_1: 5
a221o_1: 32
nand2_1: 4
edfxtp_1: 512
dfrtp_1: 8
buf_2: 12
==> kinds of logic after synthesis <==
family	count (synthesis)	share of synthesized area
AOI/OAI and AO/OA	72	0.0332
adders and majority gates	5	0.00313
muxes	131	0.152
and+or+nand+nor	35	0.00832
buffers and inverters	53	0.0182
xor gates and xnor gates	11	0.00588
DFF	520	0.779
==> worst max-delay path by stage <==
| stage | depth (start not counted) | start | slack [ns] | endpoint |
|---|---|---|---|---|
| 4_1_cts | 6 | rd_ptr[1] | 6.12 | Dout[31] |
| 5_1_grt | 6 | rd_ptr[1] | 6.03 | Dout[31] |
| 6_report | 6 | rd_ptr[1] | 6.25 | Dout[31] |
==> per-layer routing <==
| metal | track usage | routed length, µm |
|---|---|---|
| met5 | 0.0107 | 0 |
| met1 | 0.301 | 12600 |
| met4 | 0.0473 | 1040 |
| met3 | 0.191 | 7450 |
| met2 | 0.353 | 20800 |
==> metrics by stage <==
stage | setup slack, ns | cell area, µm² | total power, µW
floorplan | 7.46 | 20000 | 3070
global placement | 6.82 | 21300 | 3610
detailed placement | 6.75 | 21300 | 3640
CTS | 6.12 | 22900 | 5010
global route | 6.03 | 22900 | 5180
finish | 6.25 | 22900 | 4940
Power and IR drop assume default switching activity.
